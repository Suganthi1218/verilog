**design/flow/run.sh**
```bash
#!/bin/bash
# OpenROAD 26Q1-2900-gdf79404cd8, Yosys 0.63+post, stock flow scripts
make -C /OpenROAD-flow-scripts/flow DESIGN_CONFIG=/design/flow/config.mk WORK_HOME=/design/flow/orfs finish
```
**design/flow/config.mk**
```make
export PLATFORM = sky130hd
export DESIGN_NAME = CLA
export DESIGN_NICKNAME = CLA
export VERILOG_FILES = /design/flow/design.v
export SDC_FILE = /design/flow/constraint.sdc
export NUM_CORES = 4
export LEC_CHECK = 1
export CORE_AREA = 10 10 70 70
export DIE_AREA = 0 0 80 80
```
**design/flow/constraint.sdc**
```tcl
current_design CLA

set clk_period 5.0
set clk_io_pct 0.2

create_clock -name clk0 -period $clk_period

set non_clock_inputs [all_inputs -no_clocks]
set_input_delay [expr $clk_period * $clk_io_pct] -clock clk0 $non_clock_inputs
set_output_delay [expr $clk_period * $clk_io_pct] -clock clk0 [all_outputs]
```
**design/flow/design.v**
```verilog
module CLA(
  input [3:0]A, B, 
  input Cin,
  output [3:0] S,
  output Cout
);
  wire [3:0] Ci; 
  assign Ci[0] = Cin;
  assign Ci[1] = (A[0] & B[0]) | ((A[0]^B[0]) & Ci[0]);
  assign Ci[2] = (A[1] & B[1]) | ((A[1]^B[1]) & Ci[1]);
  assign Ci[3] = (A[2] & B[2]) | ((A[2]^B[2]) & Ci[2]);
  assign Cout  = (A[3] & B[3]) | ((A[3]^B[3]) & Ci[3]);
  assign S = A^B^Ci;
endmodule
```
==> out/results.txt <==
Least-Margin Pin Slew = 0.103 ns
Yosys stat area = 118 sq um
Placed Cells = 74
Overall routed net length = 395 microns
Ant. Diodes = 0
Overall Global Routing Usage = 1.32%
Top routing layer in use = met3
Hpwl dp = 394 microns
Power Total = 0.0278 mW
Minimum clock period = 4.44 ns
Yosys cell types = 2
Vias per cell = 1.58
CP startpoint = A[0]
Worst Hold Path EP = S[0]
Initial antenna violation count = 0
# IOs = 14
PostCTS Resize Cnt = 0
Area leader, netlist = fa_1
HP Class = in -> out
Critical path class = in -> out
Initial core utilization = 3.44%
Register area = 0 sq um
Slew headroom = 93.1%
Final hold violations = 0
Initial drt markers = 1
Data arrival time of the worst path = 3.44 ns
Fmax = 0.225 GHz
Chip area = 6400 sq um
OpenROAD warnings = 32
Crit path max fanout = 1
Power per cell area = 88.3 nW/um^2
Slew Limit Fails = 0
Yosys top cell area share = 68.1%
Die Height = 80 microns
Fin Setup TNS = 0 ns
First-pass GRT wire length = 683 microns
Share of cells above drive strength 1 = 0%
I/O Buffers = 14
Leakage Power = 0.137 nW
M1 WL = 160 microns
CLK BUF = 0
# Max-Cap Violations = 0
Post-synthesis cell count = 14
Die W = 80 microns
DR WL met3 = 123 microns
Core area = 3420 sq um
Post-CTS Hold Fix Bufs = 0
Yosys Instances = 14
Post-Syn Area = 118 sq um
Post-CTS Setup Inserts = 0
FFs & Latches = 0
Area contributors post-synth = fa_1 (68%), inv_1 (32%)
Final non-filler cell total = 74
Area Overhead vs Synth = 168%
Seq share, synth = 0%
Maximum VDD drop = 0.0275 mV
Mapped Avg Cell Area = 8.40 sq um
Hold path cells = 5
Total gr overflow = 0
Routed WL per cell = 5.34 microns
Fin crit share = 88.8%
Startpoint type of the worst setup path = primary input
Warnings from Yosys = 0
RSZ-0062 raised after global routing = no
Vias in the first global route = 139
Final setup vio count = 0
WHS = 3.03 ns
Start point of the worst hold path = Cin
DRC = 0
Row cnt = 21
Largest net degree at the start of global routing = 2
CP endpoint kind = primary output
Vias = 117
1st-pass router iterations = 2
Req. time, crit path = 4.00 ns
GP Congestion = 0.754
Status = complete, no violations
Routed Antenna Nets = 0
Metal2 WL = 110 microns
==> layout by cell type, fill, tap and decap left out <==
| cell | Yosys | layout |
|---|---|---|
| clkdlybuf4s50_1 | 0 | 14 |
| fa_1 | 4 | 4 |
| inv_1 | 10 | 10 |
==> per-stage QoR <==
stage | cell area, sq um | util, % | setup WS [ns]
after floorplan | 118 | - | 1.52
after global placement | 315 | 9.23 | 0.538
after detailed placement | 315 | 9.23 | 0.519
after CTS | 315 | 9.23 | 0.523
after global routing | 315 | 9.23 | 0.434
final | 315 | 9.23 | 0.562
==> synth_stat cells, drive strengths merged <==
cell type / n
inv: 10
fa: 4
==> cell families (layout without fill, tap and decap cells) <==
family / count (synthesis) / count (layout) / synth area share [%]
adders and majority gates: 4 / 4 / 68.1
buffers and inverters: 10 / 24 / 31.9
==> final cells by class <==
type               count  area (sq um)
inverters             10          37.5
fillers              399          3100
multi-input cells      4          80.1
repair buffers        14           140
well taps             46          57.6
==> worst max-delay path: stages <==
cell,delay [ns]
clkdlybuf4s50_1,0.40
inv_1,0.08
fa_1,0.16
inv_1,0.05
fa_1,0.40
fa_1,0.37
inv_1,0.07
fa_1,0.40
inv_1,0.06
clkdlybuf4s50_1,0.46
==> report_power, final <==
part | internal (mW) | switching, mW | total [mW]
logic | 0.0203 | 0.00751 | 0.0278
registers | 0 | 0 | 0
clock network | 0 | 0 | 0
total | 0.0203 | 0.00751 | 0.0278
==> worst max-delay path by stage <==
stage / to / slack [ns] / depth (start not counted)
4_1_cts: S[3] / 0.52 / 10
5_1_grt: S[3] / 0.43 / 10
6_report: S[3] / 0.56 / 10
==> routing by layer <==
layer  vias up  GRT usage [%]
li1         60              -
met1        44           1.74
met2        13           1.61
met3         0           1.25
met4         0              0
met5         -              0
Power is estimated from default activity; no workload was simulated.
