[./constraint.sdc]
current_design shift_register

set clk_period 1.2
set clk_io_pct 0.2

create_clock -name clk0 -period $clk_period

set non_clock_inputs [all_inputs -no_clocks]
set_input_delay [expr $clk_period * $clk_io_pct] -clock clk0 $non_clock_inputs
set_output_delay [expr $clk_period * $clk_io_pct] -clock clk0 [all_outputs]
[./run.sh]
#!/bin/bash
# OpenROAD 26Q1-2900-gdf79404cd8, Yosys 0.63+post, stock flow scripts
make -C /OpenROAD-flow-scripts/flow DESIGN_CONFIG=/design/flow/config.mk WORK_HOME=/design/flow/orfs finish
[./config.mk]
export PLATFORM = sky130hd
export DESIGN_NAME = shift_register
export DESIGN_NICKNAME = shift_register
export VERILOG_FILES = /design/flow/design.v
export SDC_FILE = /design/flow/constraint.sdc
export NUM_CORES = 4
export LEC_CHECK = 1
export CORE_AREA = 10 10 70 70
export DIE_AREA = 0 0 80 80
[./design.v]
module shift_register(
  input [4:0] a,
  input reg [1:0]s,
  output reg[4:0] q);
  always @(*) begin
    case(s)
      2'b00: q=a;
      2'b01: q=a<<1;
      2'b10: q=a>>1;
      default: q = 5'b00000; 
      endcase
  end
endmodule
==> impl_metrics.ini <==
; flow metrics
[outcome]
status = finished clean

[floorplanning]
die_w_um = 80
core_area_mm2 = 0.00342
ios = 12
fp_util = 0.0333
placementRows = 21
die_area_mm2 = 0.00640
die_h_um = 80

[yosys]
compound_area_frac = 0.132
simple_gate_area_frac = 0.264
yosys_warnings = 1
synth.largest_area_cell = mux2i_1
syn-instance-count = 15
top_logic_kind = multiplexers
ys_seq_share = 0
yosys.area.top_type_share = 0.440
ys_sh_xor = 0
common_cells = mux2i_1 (5), nand3b_1 (3), o21ai_1 (3)
ys_sh_mux = 0.440
synth.avg_cell_area_um2 = 7.59
ys_area_um2 = 114
adder_share = 0
synth_area_um2 = 114
area_leaders = mux2i_1 (44%), nand3b_1 (20%), o21ai_1 (13%)
synth.distinct_cells = 6
most_common_cell = mux2i_1
yosysCellCount = 15

[place]
place_ws_ns = -0.685
gp_congestion = 0.742
portBuffers = 12
post_dp_cell_area_um2 = 280

[worst_setup_path]
critical_path_class = in2out
worst_setup_path_start_kind = input pin
crit_path_start = a[2]
crit_arrival_ns = 0.93
cp_max_fo = 3
critPathCaptureType = output port
crit_required_ns = 0.96

[cells_and_area]
seq_cell_count = 0
layout.clock_buffers = 0
drive_gt1_frac = 0.346
seqCellArea_um2 = 0
final_area_um2 = 274
area_growth_pct = 141
logic_area_um2 = 98.8
fill_cells = 415

[global_route]
grt_max_degree = 9
track_usage = 0.0148
grt_pass1_wl_um = 779
gr-total-overflow = 0
antenna_found_initial = 0
first_global_vias = 139

[sta]
setup_viol = 0
maxSlewHeadroom = 0.882
finalSetupTns_ns = 0
setup_ws_ns = 0.0339
fmax_mhz = 858
final_hold_viol_count = 0
period_used_share = 0.972
period_minus_slack_ns = 1.17
slew_viol_final = 0
tightest_slew_ns = 0.173
rsz0062_at_grt = no

[detailed_routing]
num_antenna_cells = 0
vias_per_cell = 2.07
vias = 149
wl_um = 503
dr.pass1.iters = 2
drt_iter0_drc = 1
drc_errors = 0
ant_nets = 0
avgRoutedWirePerCell_um = 6.99

[min_path]
hold_path_startpoint = s[0]
hold_depth = 3
hold_class = in2out

[pwr]
leakagePower_nw = 0.111
pwr_density_cell_mw_per_mm2 = 253
ir_worst_vdd_uv = 69.3

[run]
drv_cap = 0
openroad.warnings = 32

[cts]
hold_buffers = 0
worst paths after layout:
path / endpoint / slack (ns)
max: q[1] / 0.03
min: q[3] / 0.79
final cells by class:
class	instances	area share
repair buffers	13	0.429
multi-input cells	13	0.361
well taps	46	0.210
cells by family (layout without fill, tap and decap cells):
group,Yosys count,after routing
buffers and inverters,2,13
AND/OR/NAND/NOR,5,5
multiplexers,5,5
AND-OR/OR-AND,3,3
cell usage in the layout, fill, tap and decap left out:
cell type,netlist,layout
o21ai_1,3,2
clkdlybuf4s15_2,0,4
dlygate4sd2_1,0,4
buf_2,0,1
buf_4,1,3
mux2i_1,5,5
o21ai_2,0,1
nor2_1,2,2
nand3b_1,3,3
clkdlybuf4s15_1,0,1
repair_timing:
item | in CTS | in global routing
setup buffers | 0 | 0
endpoints found under the setup margin | 5 | 1
pin swaps | 3 | 0
gates cloned | 0 | 0
resized | 32 | 1
per-stage QoR:
| step | total power, mW | instances | utilization | hold slack (ns) |
|---|---|---|---|---|
| floorplan | 0.0289 | 15 | - | 0.562 |
| global placement | 0.0815 | 72 | 0.0821 | 1.46 |
| detailed placement | 0.0828 | 72 | 0.0821 | 1.48 |
| CTS | 0.0706 | 72 | 0.0799 | 0.797 |
| global route | 0.0763 | 72 | 0.0802 | 0.820 |
| finish | 0.0693 | 72 | 0.0802 | 0.788 |
metal layers:
layer	wire, um	part of all wire	track usage	vias up
li1	-	-	-	77
met1	246	0.49	0.0198	67
met2	224	0.45	0.0241	5
met3	32	0.064	0.00455	0
met4	0	0	0	0
met5	0	0	0	-
where the power goes:
part	internal, mW	total, mW	switching, mW
Sequential	0	0	0
Clock	0	0	0
Combinational	0.0434	0.0693	0.0259
Total	0.0434	0.0693	0.0259
critical path: stages:
cell	delay, ns
clkdlybuf4s15_2	0.19
mux2i_1	0.17
o21ai_2	0.08
dlygate4sd2_1	0.23
Power and IR drop assume default switching activity.
