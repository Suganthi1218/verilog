--- ./config.mk ---
export PLATFORM = sky130hd
export DESIGN_NAME = add
export DESIGN_NICKNAME = add
export VERILOG_FILES = /design/flow/design.v
export SDC_FILE = /design/flow/constraint.sdc
export NUM_CORES = 4
export LEC_CHECK = 1
export CORE_AREA = 10 10 70 70
export DIE_AREA = 0 0 80 80
--- ./constraint.sdc ---
current_design add

set clk_period 3.7
set clk_io_pct 0.2

create_clock -name clk0 -period $clk_period

set non_clock_inputs [all_inputs -no_clocks]
set_input_delay [expr $clk_period * $clk_io_pct] -clock clk0 $non_clock_inputs
set_output_delay [expr $clk_period * $clk_io_pct] -clock clk0 [all_outputs]
--- ./design.v ---
module fadd( a,b,c,s,cy);
  input[3:0] a,b;
  input c;
  output  [3:0]s,cy;
  assign  s = a^b^c;
  assign cy = (a&b) | (a&c) | (b&c);
  endmodule
module add(a,b,cin,sum,co);
  input [3:0]a,b;
  input cin;
  output co;
  output [3:0]sum;
  wire c1,c2,c3;
  fadd fa0(a[0],b[0],cin,sum[0],c1);
  fadd fa1(a[1],b[1],c1,sum[1],c2);
  fadd fa2(a[2],b[2],c2,sum[2],c3);
  fadd fa3(a[3],b[3],c3,sum[3],co);
  endmodule
--- ./run.sh ---
#!/bin/bash
# OpenROAD 26Q1-2900-gdf79404cd8, Yosys 0.63+post, stock flow scripts
make -C /OpenROAD-flow-scripts/flow DESIGN_CONFIG=/design/flow/config.mk WORK_HOME=/design/flow/orfs finish
==> results.sh <==
# flow metrics
export IMPL_run_status="finished clean"
export IMPL_post_cts_resize_count=12
export IMPL_highest_layer="met3"
export IMPL_wirelength_um=425
export IMPL_critical_path_top_delay_family="adder cells"
export IMPL_detail_route_iter0_violations=0
export IMPL_non_filler_cells_final=74
export IMPL_antenna_found_initial=0
export IMPL_warning_count=32
export IMPL_route_met2_wl_um=118
export IMPL_cp_max_fo=1
export IMPL_grt_max_degree=2
export IMPL_num_rows=21
export IMPL_netlist_area_leader_share_pct=68.1
export IMPL_globalRouteTotalUtil_pct=1.39
export IMPL_critical_path_required_ps=2960
export IMPL_count_of_buffers_added_by_post_cts_timing_repair_for_setup=0
export IMPL_dp_cells=74
export IMPL_synth_sequential_area_ratio_pct=0
export IMPL_synth_yosys_chip_area_um2=118
export IMPL_met3RoutedLength_um=128
export IMPL_via_count=121
export IMPL_ctsHoldBuffers=0
export IMPL_setup_viol_count_final=0
export IMPL_static_leakage_power_nw=0.135
export IMPL_syn_inst=14
export IMPL_setup_worst_path_class="primary input to output port"
export IMPL_register_area_um2=0
export IMPL_synth_yosys_num_cells=14
export IMPL_hpwlAfterDp_um=425
export IMPL_slew_viol_final=0
export IMPL_tightest_hold_check_type="primary input to output port"
export IMPL_routedWlPerCell_um=5.74
export IMPL_boundaryPins=14
export IMPL_relSlewSlack_pct=93.3
export IMPL_final_total_power_mw=0.0379
export IMPL_timing_critical_path_buf_inv=6
export IMPL_drv_max_cap_violation_count=0
export IMPL_num_antenna_cells=0
export IMPL_overflow=0
export IMPL_grt_first_pass_wirelength_um=717
export IMPL_grt_pass1_vias=152
export IMPL_proportion_of_layout_cells_with_a_drive_suffix_above_1_pct=28.6
export IMPL_synth_avg_cell_area_um2=8.40
export IMPL_port_buffers=14
export IMPL_seq_cells=0
export IMPL_die_height_um=80
export IMPL_yosys_cell_types_count=2
export IMPL_timing_final_crit_period_ps=3500
export IMPL_routed_via_density=1.64
export IMPL_area_delta_synth_final_pct=170
export IMPL_max_slew_worst_pin_slew_ps=101
export IMPL_post_synth_main_area_contributors="fa_1 (68%), inv_1 (32%)"
export IMPL_post_route_util_pct=9.30
export IMPL_syn_area_um2=118
export IMPL_nClkBuffers=0
export IMPL_worst_setup_path_end_kind="output port"
export IMPL_number_of_drc_violations_after_detailed_routing=0
export IMPL_ratio_of_total_power_to_cell_area_nw_per_um2=119
export IMPL_critPathLaunchType="primary input"
export IMPL_top_area_cell="fa_1"
export IMPL_met1_length_um=178
export IMPL_drtAntennaViolNets=0
export IMPL_rsz0062_at_grt="no"
export IMPL_core_util_floorplan_pct=3.44
export IMPL_fmax_mhz=286
export IMPL_synth_yosys_warnings=16
export IMPL_die_area_um2=6400
export IMPL_longest_individual_stage_delay_on_the_worst_path_ps=460
export IMPL_timing_setup_tns_ps=0
export IMPL_worstPathCellList="dlygate4sd2_1 > inv_2 > fa_2 > inv_2 > fa_2 > fa_2 > inv_2 > fa_1 > inv_1 > clkdlybuf4s50_1"
export IMPL_tcrit_tclk_final_pct=94.5
export IMPL_finalHoldViolCount=0
export IMPL_filler_cell_count=408
export IMPL_worst_ep_arrival_time_ps=2760
export IMPL_gp_routability_congestion=0.749
export IMPL_design_core_area_um2=3420
export IMPL_die_x_um=80
export IMPL_critical_path_slowest_cell="clkdlybuf4s50_1"
export IMPL_peakVddDrop_mv=0.0338
export IMPL_dr_pass1_iters=1
metal layers:
metal  track usage, %  vias to the layer above
met4                0                        0
met5                0                        -
li1                 -                       60
met3             1.36                        0
met2             1.77                       13
met1             1.74                       48
through the flow:
step           hold slack (ps)  instance area [um2]  setup WS (ps)
6_report                  2350                  318            202
3_5_place_dp              2540                  315           -278
5_1_grt                   2430                  318           70.3
4_1_cts                   2360                  318            173
2_1_floorplan             1590                  118            743
3_3_place_gp              2520                  315           -249
tightest hold or removal path: cells and delay by family:
kind                       cells  cell delay [ps]
buffers and inverters          4              710
adders and majority gates      1              150
synthesized netlist by cell type:
| master | number |
|---|---|
| inv_1 | 10 |
| fa_1 | 4 |
cells by family after synthesis:
kind of cell | count (synthesis) | share of synthesized area, %
adder cells (fa/ha/maj) | 4 | 68.1
buffers and inverters | 10 | 31.9
cells in the final DEF, fill, tap and decap left out, drive strengths merged:
cell type and instances:
clkdlybuf4s50 10, dlygate4sd2 4, fa 4, inv 10
layout make-up:
type	count	area [um2]	share of cell area [%]
Inverter	10	37.5	11.8
Multi-Input combinational cell	4	87.6	27.6
Timing Repair Buffer	14	135	42.5
Tap cell	46	57.6	18.1
final timing paths:
path  endpoint  from  cells past startpoint  slack (ps)
max         co   cin                     10         200
min     sum[3]  b[3]                      5        2350
where the power goes:
group / leakage, nW / internal, mW / switching, mW
logic: 0.135 / 0.0264 / 0.0115
clock network: 0 / 0 / 0
registers: 0 / 0 / 0
total: 0.135 / 0.0264 / 0.0115
Power and IR drop assume default switching activity.
